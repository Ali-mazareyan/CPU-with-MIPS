==> flow/design.v <==
module I_R(Clock_Puls,Reset,Load,I,IR);
input Clock_Puls;
input Reset;
input Load;
input [31:0] I;
output reg [31:0] IR;
always @(posedge Clock_Puls)
begin
	if (Reset==1)
	IR=0;
	else if (Load==1)
	IR=I;
end
endmodule
==> flow/run.sh <==
#!/bin/bash
# OpenROAD 26Q1-2900-gdf79404cd8, Yosys 0.63+post, stock flow scripts
make -C /OpenROAD-flow-scripts/flow DESIGN_CONFIG=/design/flow/config.mk WORK_HOME=/design/flow/orfs finish
==> flow/config.mk <==
export PLATFORM = sky130hd
export DESIGN_NAME = I_R
export DESIGN_NICKNAME = I_R
export VERILOG_FILES = /design/flow/design.v
export SDC_FILE = /design/flow/constraint.sdc
export NUM_CORES = 4
export LEC_CHECK = 1
export CORE_AREA = 10 10 101 101
export DIE_AREA = 0 0 111 111
==> flow/constraint.sdc <==
current_design I_R

set clk_period 1.0
set clk_io_pct 0.2

create_clock -name clk0 -period $clk_period [get_ports {Clock_Puls}]

set non_clock_inputs [all_inputs -no_clocks]
set_input_delay [expr $clk_period * $clk_io_pct] -clock clk0 $non_clock_inputs
set_output_delay [expr $clk_period * $clk_io_pct] -clock clk0 [all_outputs]
==> flow_summary.toml <==
# yosys + openroad results
[cells_and_area]
num-fill-cells = 872
stdcell_area_mm2 = 0.00192
largest_register_ffs = 32
area_growth_pct = 64.6
layout-drive-gt1-share_pct = 43.1
final_core_util_pct = 23.6
final_layout_top_logic_cells = "33 x clkdlybuf4s50_1, 32 x dfxtp_2, 32 x mux2i_1, 32 x nor2_1, 24 x clkbuf_2"
mostFrequentLayoutCell = "clkdlybuf4s50_1"

[synth]
yosys_warnings = 1
ys_seq_share_pct = 55.1
synth_flops = 32
syn_area_per_cell_um2 = 11.3
ys_area_mm2 = 0.00116
synth.cell_area_mm2 = 0.00116
synthCells = 103
yosysCellCount = 103
synth.distinct_cells = 6

[min_path]
hold_class = "input pin to flop"

[worst_setup_path]
crit_path_max_incr_delay_ps = 320
crit_type = "flop to primary output"
crit_slowest_cell = "dfxtp_2"
required_ps = 800
critPathArrivalTime_ps = 760
start_kind = "flop"
crit_path_end_kind = "primary output"
crit_family = "flip-flops"
worstPathCellList = "clkdlybuf4s15_1"
crit_buf_inv = 1
path_max_fanout = 2

[place]
dpl_cell_area_mm2 = 0.00192
port_buffers = 66
pre_cts_slack_ps = -103
hpwl_mm = 2.32
place_congestion = 0.715

[route]
first_pass_iters = 3
postRouteAntennaNets = 0
totalWireLength_mm = 3.11
dr_total_vias = 931
drcViolationCount = 0
drt-initial-drc-count = 11
wl_per_cell_um = 11.2
avgViaCountPerCell = 3.34
n_antenna_cell = 0

[pwr]
irDropWorstVdd_mv = 0.850
p_per_area_mw_per_mm2 = 1560
power.leakage_nw = 0.887

[clocking]
cts_tree = "built"
worstSkewPairLatency_ps = 280
cts_setup_buffers = 0
cts_root_buffer = "clkbuf_8"
path_clk_slew_ps = 70
cts.htree.levels = 2
cts_buffer_depth = 2
numCtsBuffers = 5
clock_sinks = 32
cts_hold_buf = 0

[timing]
rsz0062_at_grt = "no"
final-hold-violation-count = 0
max_freq_mhz = 1040
timing.final.crit_period_ps = 962
tightest_slew_ps = 147
fin_tns_setup_ps = 0
whs_ps = 436
skew_ps = 0
layout_worst_path_cycle_share_pct = 96.2
slew_headroom_pct = 89.9
slew_viol_final = 0
fin_ws_ps = 37.6
setup_viol = 0

[die]
boundaryPins = 67
chipArea_mm2 = 0.0123
rows = 33
core_mm2 = 0.00813
fp.dieW_um = 111
fp.dieH_um = 111
fp_util_pct = 14.3

[job]
warnings = 25
maxCapViolCount = 0

[status]
run_status = "complete, no violations"

[global_routing]
grt_pass1_vias = 1042
grt_start_max_net_pins = 33
antenna_found_initial = 0
overflow = 0
grt_pass1_wl_mm = 5.23
track_usage_pct = 4.92
## metal layers
layer / up-vias / share of wire [%] / global-route usage (%)
li1: 479 / - / -
met1: 403 / 47 / 6.22
met2: 44 / 42 / 7.08
met3: 5 / 10 / 3.12
met4: 0 / 1.0 / 0.694
met5: - / 0 / 0
## worst paths after layout
check                           start             endpoint  slack, ps  cells after the start
hold reg to reg   IR[19]$_SDFFE_PP0P_  IR[19]$_SDFFE_PP0P_        480                      2
setup reg to reg  IR[12]$_SDFFE_PP0P_  IR[12]$_SDFFE_PP0P_        290                      3
setup / recovery  IR[20]$_SDFFE_PP0P_               IR[20]         40                      1
hold / removal                   Load  IR[19]$_SDFFE_PP0P_        440                      4
## where the power goes
part           switching, W  internal [W]
clock              0.000472      0.000739
sequential        0.0000350       0.00137
combinational      0.000125      0.000255
total              0.000632       0.00236
## what timing repair did
item	4_1_cts	5_1_grt
endpoints found under the hold margin	0	0
resized	103	24
endpoints found under the setup margin	32	24
## cell usage after synthesis
cell type / instances / area, um2
buf_6: 1 / 11.3
nor2_1: 32 / 120
clkbuf_1: 3 / 11.3
mux2i_1: 32 / 320
dfxtp_1: 32 / 641
buf_12: 3 / 60.1
## metrics by stage
stage	power, W	std cells
finish	0.00299	279
global route	0.00319	279
CTS	0.00311	279
detailed placement	0.00187	271
global placement	0.00187	271
floorplan	0.00157	103
## logic make-up (layout without fill, tap and decap cells)
logic type / count (synthesis) / count (layout) / share of synthesized area, %
buf+inv: 7 / 78 / 7.10
flops: 32 / 32 / 55.1
mux: 32 / 32 / 27.5
simple gates: 32 / 32 / 10.3
## final cells by class
| type | count | area [um2] | area share (%) |
|---|---|---|---|
| sequential | 32 | 681 | 35.5 |
| clock buffer | 6 | 72.6 | 3.79 |
| clock inverter | 2 | 35.0 | 1.83 |
| tap | 105 | 131 | 6.86 |
| timing repair buffer | 70 | 556 | 29.0 |
| multi-input combinational | 64 | 440 | 23.0 |
No activity file was given, so power comes from the tool's default toggle rates.
