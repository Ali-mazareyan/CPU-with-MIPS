**./config.mk**
```make
export PLATFORM = sky130hd
export DESIGN_NAME = A_L_U
export DESIGN_NICKNAME = A_L_U
export VERILOG_FILES = /design/flow/design.v
export SDC_FILE = /design/flow/constraint.sdc
export NUM_CORES = 4
export LEC_CHECK = 1
export CORE_UTILIZATION = 40
```
**./constraint.sdc**
```tcl
current_design A_L_U

set clk_period 9.4
set clk_io_pct 0.2

create_clock -name clk0 -period $clk_period

set non_clock_inputs [all_inputs -no_clocks]
set_input_delay [expr $clk_period * $clk_io_pct] -clock clk0 $non_clock_inputs
set_output_delay [expr $clk_period * $clk_io_pct] -clock clk0 [all_outputs]
```
**./run.sh**
```bash
#!/bin/bash
# OpenROAD 26Q1-2900-gdf79404cd8, Yosys 0.63+post, stock flow scripts
make -C /OpenROAD-flow-scripts/flow DESIGN_CONFIG=/design/flow/config.mk WORK_HOME=/design/flow/orfs finish
```
**./design.v**
```verilog
module A_L_U(A,B,S,C);
input [15:0] A;
input [15:0] B;
input [3:0] S;
output reg [15:0] C;
always @(*)
begin
	case(S)
	0 : C=0;
	1 : C=A+B;
	2 : C=A-B;
	3 : C=A&B;
	4 : C=A|B;
	5 : C=A^B;
	6 : C=A>>B;
	7 : C=A<<B;
	8 : C=~A;
	default : C=0;
	endcase
end
endmodule
```
==> flow_summary.toml <==
# implementation run metrics
[die]
core_area_um2 = 8810
rows = 34
initCoreUtil = 0.415
die_w_um = 97.6
ioPinCount = 52
die_h_um = 97.6
dieArea_um2 = 9530

[drt]
vias = 3995
wire_per_inst_um = 20.3
n_antenna_cell = 0
finalWirelength_um = 12800
drc = 0
dr.pass1.iters = 21
drtAntennaViolNets = 0
viasPerCell = 6.34
drt_iter0_drc = 307

[sta]
slew_headroom = 0.435
hold_violations = 0
finalSetupViolCount = 0
fmax_mhz = 124
fin_tns_setup_ns = 0
period_used_share = 0.857
finalCriticalPeriod_ns = 8.05
tightest_slew_ns = 0.847
final_max_slew_viol_count = 0
rsz0062_at_grt = "false"

[clock_tree]
cts_resized = 0
cts_hold_buf = 0
post-cts-setup-buffers = 0

[setup_path]
cp_max_fo = 16
cp_top_family = "buffers and inverters"
cp_data_arrival_time_ns = 6.17
cpMaxStageDelayCell = "o31ai_1"
cp-start-kind = "input port"
timing.critical_path.required_ns = 7.52
cp-end-kind = "output pin"
crit_path_max_incr_delay_ns = 0.70
cp_cell_sequence = "clkdlybuf4s50_1 > clkinv_1 > ha_1 > and3_1 > a41oi_1 > xnor2_1 > ha_1 > nand3_1 > o31ai_1 > xor2_1 > a211o_1 > clkdlybuf4s50_1"
path_buffers = 3
critical_path_class = "in -> out"

[job]
tool_warnings = 49
maxCapViolCount = 0

[global_route]
track_usage = 0.274
antenna_found_initial = 0
grt_first_pass_wirelength_um = 20200
grt_pass1_vias = 3662
grt_max_degree = 43
overflow = 0

[final_layout]
final-seq-area_um2 = 0
final_cells = 630
drive_gt1_frac = 0.0747
final_cell_mix = "clkdlybuf4s50_1 (51), ha_1 (48), nor2_1 (44)"
syn2layout_area_growth_pct = 15.1
clkbuf_count = 0
ff_count = 0
mostFrequentLayoutCell = "clkdlybuf4s50_1"

[hold_path]
holdCritStartpoint = "B[2]"
whs_path_depth = 5
hold-path-endpoint = "C[2]"
hold_path.class = "in -> out"

[place]
hpwlAfterDp_um = 9900
place_congestion = 1.01
place_inst = 630
portBuffers = 52

[pwr]
ir_drop_uv = 28.1
leakage_nw = 1.77
power.total_w = 0.000226
power_density_nw_per_um2 = 53.6

[synthesis]
yosys_area_um2 = 3660
synth_seq_share = 0
ys_types = 65
synthesis.area_um2 = 3660
yosys_warnings = 1
synth_area_per_cell_um2 = 7.36
ys_cells = 497
netlist_instances = 497

[run_status]
status = "completed"
-- where the power goes --
group	switching [W]	leakage, nW	total (W)	internal (W)
sequential	0	0	0	0
clock	0	0	0	0
combinational	0.000122	1.77	0.000226	0.000104
total	0.000122	1.77	0.000226	0.000104
-- how the worst max path moves through the flow --
stage,from,to,slack [ns],cells after the start
CTS,B[0],C[11],1.38,12
global route,B[0],C[11],1.06,12
finish,B[0],C[11],1.35,12
-- layout make-up --
| class | count | area (µm²) |
|---|---|---|
| timing repair buffer | 61 | 583 |
| tap | 108 | 135 |
| fill | 881 | 4590 |
| multi-input combinational | 424 | 3350 |
| inverter | 37 | 139 |
-- through the flow --
stage          hold WS, ns  utilization  cell area, µm²  setup slack (ns)
2_1_floorplan         3.97            -            3660              2.86
3_3_place_gp          5.06        0.478            4210              1.50
3_5_place_dp          5.05        0.478            4210              1.38
4_1_cts               5.05        0.478            4210              1.38
5_1_grt               5.10        0.478            4210              1.06
6_report              5.04        0.478            4210              1.35
-- logic make-up after synthesis --
logic type | after synthesis | share of synthesized area
mux | 55 | 0.209
xor+xnor | 23 | 0.0551
buf+inv | 73 | 0.0865
simple gates | 156 | 0.215
compound gates | 141 | 0.264
fa+ha+maj | 49 | 0.170
-- cells in the mapped netlist (6+ instances only) --
cell type  instances  area (µm²)
o21ai_0           17        85.1
clkbuf_1          18        67.6
or3_1              6        37.5
mux2i_1           36         360
o21a_1             8        60.1
nand2b_1           9        56.3
buf_2             10        50.1
inv_1             36         135
a21oi_1           21         105
mux4_2            17         383
xnor2_1           20         175
a31oi_1            9        56.3
nor3_1            15        75.1
a22oi_1            9        67.6
nand2_1           33         124
ha_1              48         601
nand3_1           11        55.1
nor2b_1            8        50.1
nor2_1            44         165
o31ai_1            6        45.0
o22ai_1           20         125
-- metal layers --
layer	GRT usage	wire (µm)	vias up	part of all wire
met3	0.0315	1040	18	0.082
li1	-	-	1926	-
met2	0.438	5880	185	0.46
met5	0	0	-	0
met4	0.0513	242	0	0.019
met1	0.405	5610	1866	0.44
Power and IR drop assume default switching activity.
