## run.sh

```bash
#!/bin/bash
# OpenROAD 26Q1-2900-gdf79404cd8, Yosys 0.63+post, stock flow scripts
make -C /OpenROAD-flow-scripts/flow DESIGN_CONFIG=/design/flow/config.mk WORK_HOME=/design/flow/orfs finish
```

## config.mk

```make
export PLATFORM = sky130hd
export DESIGN_NAME = Cache
export DESIGN_NICKNAME = Cache
export VERILOG_FILES = /design/flow/design.v
export SDC_FILE = /design/flow/constraint.sdc
export NUM_CORES = 4
export LEC_CHECK = 1
export CORE_UTILIZATION = 30
export SYNTH_MEMORY_MAX_BITS = 65536
```

## constraint.sdc

```tcl
current_design Cache

set clk_period 71.9
set clk_io_pct 0.2

create_clock -name clk0 -period $clk_period [get_ports {Clock_Puls}]

set non_clock_inputs [all_inputs -no_clocks]
set_input_delay [expr $clk_period * $clk_io_pct] -clock clk0 $non_clock_inputs
set_output_delay [expr $clk_period * $clk_io_pct] -clock clk0 [all_outputs]
```

## design.v

```verilog
module Cache(Clock_Puls,Reset,Adr,Wr,Rd,D_i,D_o);
input Clock_Puls;
input Reset;
input [15:0] Adr;
input Wr;
input Rd;
input [15:0] D_i;
output [15:0] D_o;
reg [15:0] Cch [0:1023];
integer i;
always @(posedge Clock_Puls)
begin
	if (Reset==1)
	begin
		for (i=0;i<1024;i=i+1)
			Cch[i]=16'b0;	
	end
	else if (Wr==1)
		Cch[Adr]=D_i;
end
	assign D_o = (Rd==1)? Cch[Adr] : 16'b0;
endmodule
```

==> summary.txt <==
Notes on the physical design

The core outline area is 2500000 um^2. The average cell area after synthesis is 13.9 um^2. The flow ran to the end, but the final reports show violations. The leftover overflow at the end of global routing is 0. The initial utilization of the core area, before any placement, comes to 0.301. Using the TritonRoute via totals, the vias-per-cell ratio works out to 5.33. The data required time at the worst endpoint is 57.52 ns. The number of endpoints failing setup at the final stage is 0. The most used flip-flop cell after synthesis is sky130_fd_sc_hd__edfxtp_1. The total via count after detailed routing is 460000. During I/O placement, the number of pins put on the boundary was 52. The peak supply drop is 0.0237 mV.

The type of the worst setup path is input pin to primary output. The fraction of final layout cells sized beyond drive strength 1 is 0.122. The achievable clock frequency is 0.0258 GHz. TritonRoute reported its final design rule violation total as 0.

Summed over all layers, the routed wires come to 2500000 um. The flip-flop and latch count after synthesis is 16400. The layout overhead on the synthesized area is 11.9%. The die area is 2510000 um^2. The number of flops mapped to enable cells by yosys is 16400. Dividing the detail-routed wire length by the instance count gives 29.0 um. The synthesized chip area reported by yosys is 752000 um^2. Of the available clock period, the critical path in the final layout requires 0.539. Power spread over the standard cell area amounts to 25.3 nW/um^2. The initial antenna violation count was 240.

The count of nets left with antenna violations once routing finished came out at 0. The end-of-flow core utilization is 0.337. The multi-input combinational cells in the finished layout cover a total of 233000 um^2. The H-tree was split into 7 levels. Per the synthesis report, the number of distinct cell types is 75.

The cell count after synthesis is 54000. The count of warning messages emitted by the tools is 223. STA classifies the critical path endpoint as a primary output. The proportion of register bits with asynchronous set or reset after synthesis is 0. The post-cts hold buffer count is 0. CTS saw 16400 sinks. Per Yosys stat, the portion of area used by sequential elements is 0.654. The iteration count recorded for the first detailed-route pass is 6. The largest driver fanout on the critical path is 31. Summing all placed instances gives a cell area of 787000 um^2. The cell total after placement is 82600. Entering global routing, the biggest net connects 230 pins. The overall power consumption is 21.3 mW. The first-pass GRT wire length is 3500000 um.

The die height is 1590 um. Yosys stat counts 54000 cells in the synthesized netlist. At the worst endpoint, the arrival time is 24.36 ns. The number of global-route vias before repair was 461000. The relative max-transition margin is -0.0742. Once the clock tree was built, the resizer swapped 0 gates to a different size. The tightest hold path in the finished design has a slack of 13.55 ns. The tally of buffers added on design ports is 45. In this run the post-CTS setup repair buffer count came out at 0. Hold-check failures listed in the final report amount to 0.

Looking at the worst setup and hold paths, the clock pins of their registers show a slew of 0.06 ns. In this run the cell area of the synthesized design comes to 752000 um^2. For the finished layout, the period the worst path requires is 38.74 ns. The count of cells in the finished layout, fillers not included, comes to 86300. The type of the tightest min-delay check is input pin to flop. The synthesis warning total is 1. The flip-flop count of the largest register, all copies and words added is 16400.

Counting pins that exceed their max-slew limit in the final report gives 2. The worst slack at placement is 33.09 ns. The final instance area is 842000 um^2.

The setup slack of the critical path after layout is 33.16 ns. The layout report lists the combined flip-flop and latch area as 492000 um^2. Max-cap violations in this run came to 1. The routability congestion estimate is 0.930. The TritonCTS buffer count is 1771. The leakage power total is 346 nW. The die is 1590 um wide.

The checks that failed: capacitance limit, slew limit. The placement row count is 581. The detailed-placement wirelength estimate is 1530000 um.

The global router's overall resource usage is 0.205. STA classifies the critical path startpoint as an input pin. TritonCTS built the clock tree. The root cell of the clock tree is sky130_fd_sc_hd__clkbuf_16. Setup repair after global routing left no endpoint under its margin. The pin slew with the least headroom to its limit is 1.59 ns. Per the layout report, the design carries 236000 filler cells. The maximum clock insertion buffer count is 6. The setup TNS is 0 ns. Detailed-route iteration 0 reported a violation count of 35800.
==> synthesized netlist by cell type (28+ instances only) <==
cell type | count | area [um^2]
sky130_fd_sc_hd__nand2_1 | 200 | 751
sky130_fd_sc_hd__a221oi_1 | 47 | 412
sky130_fd_sc_hd__a32o_1 | 28 | 280
sky130_fd_sc_hd__or2_2 | 136 | 851
sky130_fd_sc_hd__o22ai_1 | 2531 | 15800
sky130_fd_sc_hd__o221a_2 | 42 | 473
sky130_fd_sc_hd__edfxtp_1 | 16400 | 492000
sky130_fd_sc_hd__a22o_1 | 92 | 806
sky130_fd_sc_hd__nor4_1 | 566 | 3540
sky130_fd_sc_hd__buf_6 | 32 | 360
sky130_fd_sc_hd__buf_4 | 72 | 541
sky130_fd_sc_hd__a41oi_1 | 29 | 254
sky130_fd_sc_hd__o21ai_0 | 274 | 1370
sky130_fd_sc_hd__nand3_1 | 197 | 986
sky130_fd_sc_hd__buf_1 | 212 | 796
sky130_fd_sc_hd__a21oi_1 | 84 | 420
sky130_fd_sc_hd__mux2i_1 | 5970 | 59800
sky130_fd_sc_hd__o2111ai_1 | 122 | 1070
sky130_fd_sc_hd__o211ai_1 | 63 | 473
sky130_fd_sc_hd__and4_1 | 29 | 254
sky130_fd_sc_hd__nand4_1 | 28 | 175
sky130_fd_sc_hd__clkbuf_1 | 6084 | 22800
sky130_fd_sc_hd__o22a_1 | 59 | 517
sky130_fd_sc_hd__o221ai_1 | 28 | 245
sky130_fd_sc_hd__mux4_2 | 1137 | 25600
sky130_fd_sc_hd__a22oi_1 | 298 | 2240
sky130_fd_sc_hd__buf_2 | 868 | 4340
sky130_fd_sc_hd__and3_1 | 14500 | 90500
sky130_fd_sc_hd__and2_1 | 1929 | 12100
sky130_fd_sc_hd__nor3_1 | 171 | 856
sky130_fd_sc_hd__a211o_1 | 46 | 403
sky130_fd_sc_hd__nor2_1 | 586 | 2200
sky130_fd_sc_hd__a21o_1 | 904 | 6790
sky130_fd_sc_hd__o31ai_1 | 43 | 323
sky130_fd_sc_hd__or4_1 | 47 | 353
==> power breakdown <==
part | switching, mW | internal, mW
Sequential | 0.112 | 11.0
Clock | 3.75 | 4.92
Combinational | 1.12 | 0.446
Total | 4.99 | 16.3
==> layer usage <==
layer,global-route usage,routed length (um)
met3,0.153,425000
met2,0.293,1100000
met1,0.229,835000
met4,0.0909,131000
met5,0.0171,4520
==> critical path, cell delays in order <==
cell                              delay, ns
sky130_fd_sc_hd__buf_16                0.18
sky130_fd_sc_hd__buf_4                 0.44
sky130_fd_sc_hd__buf_4                 0.54
sky130_fd_sc_hd__buf_4                 0.57
sky130_fd_sc_hd__buf_4                 0.45
sky130_fd_sc_hd__buf_4                 0.61
sky130_fd_sc_hd__buf_4                 0.58
sky130_fd_sc_hd__buf_4                 0.59
sky130_fd_sc_hd__buf_4                 0.60
sky130_fd_sc_hd__buf_4                 0.66
sky130_fd_sc_hd__buf_4                 0.66
sky130_fd_sc_hd__mux4_2                0.60
sky130_fd_sc_hd__a22o_1                0.27
sky130_fd_sc_hd__a21oi_1               0.58
sky130_fd_sc_hd__o221a_2               0.43
sky130_fd_sc_hd__o22ai_1               0.37
sky130_fd_sc_hd__nor4_2                0.35
sky130_fd_sc_hd__buf_4                 0.37
sky130_fd_sc_hd__a31oi_1               0.16
sky130_fd_sc_hd__buf_4                 0.24
sky130_fd_sc_hd__clkdlybuf4s50_1       0.43
==> layout make-up <==
| type | instances | share of cell area |
|---|---|---|
| Multi-Input combinational cell | 30400 | 0.276 |
| Sequential cell | 16400 | 0.584 |
| Inverter | 6 | 0.0000371 |
| Clock buffer | 2180 | 0.0551 |
| Timing Repair Buffer | 2643 | 0.0250 |
| Clock inverter | 969 | 0.00857 |
| Antenna cell | 499 | 0.00148 |
| Tap cell | 33200 | 0.0494 |
==> cells in the final DEF (no fill, tap or decap), drive strengths merged, types with 197 or more instances in the layout <==
cell,instances
edfxtp,16400
clkbuf,2181
clkinv,816
mux4,1137
diode,499
and3,14500
nand2,200
o22ai,2531
mux2i,5970
a21o,904
a22oi,298
buf,2624
o21ai,278
nor2,591
nand3,197
nor4,567
and2,1932
==> cells by family after synthesis <==
logic type | after synthesis | share of synthesized area
DFF | 16400 | 0.654
and+or+nand+nor | 18400 | 0.150
AOI/OAI and AO/OA | 4806 | 0.0437
muxes | 7128 | 0.114
buffers and inverters | 7275 | 0.0384
==> worst paths after layout <==
check / end / start / slack [ns] / depth (start not counted)
setup / recovery: D_o[11] / Adr[0] / 33.16 / 21
hold / removal: Cch[962][11]$_SDFFCE_PN0P_ / D_i[11] / 13.55 / 2
Power figures rest on the tool's default switching activity, not on a simulated workload.
